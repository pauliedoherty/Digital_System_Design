## design/flow/config.mk

```make
export PLATFORM = sky130hd
export DESIGN_NAME = SLOW_PULSE_GENERATOR
export DESIGN_NICKNAME = SLOW_PULSE_GENERATOR
export VERILOG_FILES = /design/flow/design.v
export SDC_FILE = /design/flow/constraint.sdc
export NUM_CORES = 4
export LEC_CHECK = 1
export CORE_UTILIZATION = 40
```

## design/flow/constraint.sdc

```tcl
current_design SLOW_PULSE_GENERATOR

set clk_period 2.6
set clk_io_pct 0.2

create_clock -name clk0 -period $clk_period [get_ports {clock}]

set non_clock_inputs [all_inputs -no_clocks]
set_input_delay [expr $clk_period * $clk_io_pct] -clock clk0 $non_clock_inputs
set_output_delay [expr $clk_period * $clk_io_pct] -clock clk0 [all_outputs]
```

## design/flow/design.v

```verilog
`timescale 1ns / 1ps
module SLOW_PULSE_GENERATOR(
    input run,
    input rst,
    input clock, 
	 output reg  [15:0] Time  
    );
wire [18:0] added;
wire spulse;
wire [15:0] added2;
reg  [18:0]  Q;
wire [18:0] nextQ; 
wire [15:0] nextQ2;
assign added = Q + run; 
assign nextQ = spulse ? 19'b0 : added;  
always @ (posedge clock or posedge rst) 
if (rst) begin 
Q <= 19'b0; 
Time <= 16'b0;
end 
else begin 
Q <= nextQ; 
Time <= nextQ2; 
end
assign spulse = (Q == 19'd312499); 
assign added2 = Time + 1'b1;
assign nextQ2 = spulse ? added2 : Time;  
endmodule 
```

## design/flow/run.sh

```bash
#!/bin/bash
# OpenROAD 26Q1-2900-gdf79404cd8, Yosys 0.63+post, stock flow scripts
make -C /OpenROAD-flow-scripts/flow DESIGN_CONFIG=/design/flow/config.mk WORK_HOME=/design/flow/orfs finish
```

==> reports/qor.csv <==
stage,metric,value,unit
run_status,outcome,"finished, final reports clean",
sta,Hold Slack,0.477,ns
yosys,Synth async-reset ratio,100,%
grt,first-pass GRT wire length,4970,um
yosys,unique cell type count in the Yosys netlist,24,
route,drt pass-1 iters,4,
clocking,number of H-tree levels,2,
power_and_ir_drop,leakage,0.928,nW
min_path,Worst Min Path Start,Time[15],
setup_path,CP max stage cell,clkdlybuf4s50_1,
route,final wirelength,2860,um
setup_path,Reg2Reg Depth,5,
setup_path,CP max FO,4,
grt,total track usage,15.4,%
sta,worst clock skew,0.00261,ns
route,DR WL/cell,13.1,um
route,vias per cell,4.94,
clocking,worst skew pair latency,0.28,ns
flow_run,OpenROAD warning count,25,
sta,final tally of max-slew violations,0,
setup_path,crit path kind,primary input to flip-flop,
min_path,class of the worst hold path,flip-flop to flip-flop,
sta,max frequency,0.509,GHz
setup_path,crit end category,flip-flop,
place,detailed placer's ending HPWL,1990,um
floorplan,FP Util,41.6,%
yosys,yosys cell count,142,
sta,worst rel slew slack,68.2,%
floorplan,Die Ht,66.5,um
grt,vias in the first global route,1051,
grt,total gr overflow,0,
clocking,# Post-CTS Setup Buffers,0,
grt,initial antenna violation count,0,
yosys,Synth Cell Area,1670,um2
clocking,# hold bufs at CTS,0,
floorplan,I/O Pins,19,
yosys,Syn Inst Count,142,
yosys,synthesized flop and latch total,35,
setup_path,max incr delay on CP,0.47,ns
sta,Slew @ Worst Pin,0.475,ns
yosys,Synth Area per Inst,11.7,um2
sta,fin crit period,1.97,ns
route,via count,1077,
yosys,yosys stat chip area,1670,um2
clocking,post-cts gate resize count,0,
sta,setup tns final,0,ns
floorplan,FP Rows,23,
setup_path,worst path bufs/invs,1,
place,GPL Wtd Cong,0.860,
floorplan,DIE WIDTH,66.5,um
clocking,Clk Tree Root Cell,clkbuf_8,
clocking,# clock sinks,35,
min_path,hold path cells,1,
route,ant diodes,0,
yosys,top cells by area,"dfrtp_1, xnor2_1, xor2_1",
flow_run,# Max-Cap Violations,0,
setup_path,worst r2r src,Q[12],
yosys,"area leader, netlist",dfrtp_1,
grt,largest net degree at the start of global routing,36,
clocking,total CTS buffers,5,
setup_path,CP startpoint kind,primary input,
sta,Tcrit/Tclk final,75.6,%
yosys,"EDFF count, synth",0,
route,detailed-route DRC error count,0,
route,initial DRC count,75,
sta,final setup fails,0,
clocking,Worst-path clk slew,0.07,ns
final_layout,Finished Core Util,50.2,%
setup_path,Top delay family on crit path,simple AND/OR/NAND/NOR gates,
final_layout,share of cells above drive strength 1,11.3,%
setup_path,r2r setup slk,0.71,ns
yosys,Synth Warn #,1,
setup_path,WP data required,2.81,ns
power_and_ir_drop,Max VDD drop,0.334,mV
setup_path,"Cell Chain, Critical Path",clkdlybuf4s50_1 -> ha_1 -> ha_1 -> nand3_1 -> nor2_1 -> nand2_1 -> nor2_1 -> xor2_1,
final_layout,# fillers,334,
route,DRT antenna net count,0,
sta,RSZ-0062 raised after global routing,no,
setup_path,Reg-to-Reg End,Time[11],
floorplan,Core Footprint,4000,um2
yosys,"Seq/Total Area, Yosys",52.6,%
clocking,clk buf depth,2,
power_and_ir_drop,PwrDens,613,nW/um2
clocking,CTS tree,done,
sta,Final Hold Vio Count,0,
floorplan,die area,4430,um2
yosys,Synth Flop Type,dfrtp_1,
setup_path,CP Data Arrival Time,2.17,ns
place,# port buffers,18,
yosys,top cell type's share of synthesized area,52.6,%
min_path,Hold Crit Endpoint,Time[15],
final_layout,"Area growth, synth to finish",20.6,%
metrics by stage:
step / instance area, um2 / worst slack (ns) / std cells / power, mW
detailed placement: 1910 / 0.339 / 210 / 0.812
global placement: 1910 / 0.400 / 210 / 0.808
finish: 2010 / 0.635 / 218 / 1.23
CTS: 2010 / 0.628 / 218 / 1.25
global route: 2010 / 0.449 / 218 / 1.30
floorplan: 1670 / 1.02 / 142 / 0.776
cells in the mapped netlist, drive strengths merged (3+ instances only):
cell and n:
nand3 12, dfrtp 35, nor2 15, nand4 6, xnor2 19, nor4 4, nand2 12, xor2 13
inv 3, and4 5, ha 3, and3 6
power by group:
group | total, mW | switching, mW | internal, mW
combinational | 0.138 | 0.0635 | 0.0741
clock | 0.429 | 0.188 | 0.242
sequential | 0.664 | 0.0675 | 0.596
total | 1.23 | 0.319 | 0.912
kinds of logic (layout without fill, tap and decap cells):
| kind of cell | Yosys count | in the layout | share of synthesized area, % |
|---|---|---|---|
| adder cells (fa/ha/maj) | 3 | 3 | 2.25 |
| XOR/XNOR | 32 | 32 | 17.3 |
| multiplexers | 1 | 1 | 0.676 |
| AND/OR/NAND/NOR | 67 | 67 | 26.1 |
| flip-flops | 35 | 35 | 52.6 |
| buffers and inverters | 4 | 30 | 1.13 |
metal layers:
layer | global-route usage (%) | part of all wire (%) | vias to the layer above | routed length, um
li1 | - | - | 536 | -
met1 | 24.7 | 47 | 525 | 1350
met2 | 22.4 | 48 | 12 | 1380
met3 | 3.47 | 3.1 | 4 | 89
met4 | 2.39 | 1.2 | 0 | 34
met5 | 0 | 0 | - | 0
worst max path at each step:
stage / depth (start not counted) / startpoint / endpoint / slack, ns
CTS: 8 / run / Q[16] / 0.63
finish: 8 / run / Q[16] / 0.63
global route: 8 / run / Q[16] / 0.45
cell type report:
| cell class | count | area (um2) | area share (%) |
|---|---|---|---|
| sequential | 35 | 876 | 43.6 |
| multi-input combinational | 103 | 771 | 38.4 |
| clock buffer | 8 | 100 | 4.98 |
| tap | 50 | 62.6 | 3.12 |
| inverter | 3 | 11.3 | 0.561 |
| timing repair buffer | 19 | 188 | 9.35 |
cell usage in the layout (no fill, tap or decap), types with 3 or more instances in the layout:
cell type	count
dfrtp_1	35
ha_1	3
nand3_1	12
xor2_1	12
xnor2_1	19
clkdlybuf4s50_1	18
nor2_1	14
and4_1	4
inv_1	3
nand4_1	4
nand2_1	12
clkbuf_8	7
and3_1	6
sequential cells by signal (all words and copies together) (netlist names):
signal and flops:
Q 19, Time 16
worst reg2reg max path, stage by stage (launching register included):
cell and delay [ns]:
dfrtp_1 0.43, and4bb_2 0.35, nand4_4 0.16, nor2_4 0.44
and4_1 0.28, xor2_1 0.15
Power is estimated from default activity; no workload was simulated.
