<file path="config.mk">
export PLATFORM = sky130hd
export DESIGN_NAME = delay
export DESIGN_NICKNAME = delay
export VERILOG_FILES = /design/flow/design.v
export SDC_FILE = /design/flow/constraint.sdc
export NUM_CORES = 4
export LEC_CHECK = 1
export CORE_AREA = 10 10 85 85
export DIE_AREA = 0 0 95 95
</file>
<file path="constraint.sdc">
current_design delay

set clk_period 3.9
set clk_io_pct 0.2

create_clock -name clk0 -period $clk_period [get_ports {clock}]

set non_clock_inputs [all_inputs -no_clocks]
set_input_delay [expr $clk_period * $clk_io_pct] -clock clk0 $non_clock_inputs
set_output_delay [expr $clk_period * $clk_io_pct] -clock clk0 [all_outputs]
</file>
<file path="design.v">
`timescale 1ns / 1ps
module delay(
    input timerstart,
    input rst,
    input clock,
	 output [1:0] timerOF
    );
wire [18:0] added3;
reg  [18:0]  Q3;
wire [15:0] nextQ3;
assign added3 = Q3 + 1'b1;  
assign nextQ3 = timerstart ? added3 : 19'b0;  
always @ (posedge clock or posedge rst) 
if (rst) begin 
Q3 <= 19'b0; 
end 
else begin 
Q3 <= nextQ3; 
end
assign timerOF = (Q3 == 19'd50); 
endmodule
</file>
<file path="run.sh">
#!/bin/bash
# OpenROAD 26Q1-2900-gdf79404cd8, Yosys 0.63+post, stock flow scripts
make -C /OpenROAD-flow-scripts/flow DESIGN_CONFIG=/design/flow/config.mk WORK_HOME=/design/flow/orfs finish
</file>
==> flow_metrics.env <==
# flow metrics
export IMPL_worst_pin_slew_ns=0.6102
export IMPL_dp_hpwl_mm=1.085
export IMPL_crit_path_end_kind="output pin"
export IMPL_routed_wl_mm=1.584
export IMPL_root_buffer="clkbuf_8"
export IMPL_grt_max_degree=17
export IMPL_drc=0
export IMPL_grt_overflow=0
export IMPL_drive_above_1_share_pct=6.818
export IMPL_post_cts_buffers=0
export IMPL_antenna_found_initial=0
export IMPL_dieArea_um2=9025
export IMPL_drt_antenna_violating_nets=0
export IMPL_whs_path_depth=1
export IMPL_outcome="finished, final reports clean"
export IMPL_timing_hold_ws_ns=0.5147
export IMPL_core_area_um2=5473
export IMPL_fin_crit_sh_pct=74.64
export IMPL_switching_share_pct=21.19
export IMPL_largest_reg_flops=16
export IMPL_p_comb_share_pct=4.3
export IMPL_wl_per_cell_um=9.900
export IMPL_hold_violations=0
export IMPL_clk_pin_slew_ns=0.06
export IMPL_n_antenna_cell=0
export IMPL_cts_sinks=16
export IMPL_power_share_sequential_pct=51.3
export IMPL_yosys_warnings=1
export IMPL_path_cells="or4_2 -> nor4_1 -> clkdlybuf4s50_1"
export IMPL_top_regs="Q3 (16)"
export IMPL_gp_congestion=0.7973
export IMPL_warning_count=26
export IMPL_power_density_nw_per_um2=331.8
export IMPL_cts_buffers_inserted=3
export IMPL_cp_slowest_cell="or4_2"
export IMPL_cp_data_required_time_ns=3.12
export IMPL_crit_arrival_ns=2.13
export IMPL_rows=27
export IMPL_clk_latency_ns=0.25
export IMPL_cts_buffer_depth=2
export IMPL_final_setup_tns_ns=0
export IMPL_internal_power_uw=264.1
export IMPL_ys_cells=84
export IMPL_synthCells=84
export IMPL_ys_types=28
export IMPL_synth_area_um2=857.1
export IMPL_grt_pass1_wl_mm=2.801
export IMPL_worstSetupStartpointType="register"
export IMPL_vias=587
export IMPL_rr_worst_depth=5
export IMPL_die_h_um=95
export IMPL_p_clk_share_pct=44.4
export IMPL_cts_resized=0
export IMPL_ys_chip_area_um2=857.1
export IMPL_io_buffers=3
export IMPL_grt_pass1_vias=584
export IMPL_min_period_ns=2.911
export IMPL_ioPinCount=5
export IMPL_fmax_mhz=343.5
export IMPL_hold_path_class="reg -> reg"
export IMPL_htreeDepth=1
export IMPL_setup_viol=0
export IMPL_hold_buffers=0
export IMPL_p_switching_uw=71.00
export IMPL_numSynthFlops=16
export IMPL_synthToLayoutAreaGrowth_pct=17.81
export IMPL_irDropWorstVdd_v=0.0001911
export IMPL_p_leak_nw=0.4344
export IMPL_fp_utilization_pct=15.66
export IMPL_ys_seq_share_pct=46.72
export IMPL_gr_usage_all_layers_pct=3.732
export IMPL_first_pass_iters=4
export IMPL_rsz0062_at_grt="no"
export IMPL_fp_dieW_um=95
export IMPL_viasPerCell=3.669
export IMPL_drt_iter0_drc=26
export IMPL_top_register="Q3"
export IMPL_fin_skew_ns=0.002775
export IMPL_slew_headroom_pct=59.28
export IMPL_maxSlewViolCount=0
export IMPL_tritoncts="built"
export IMPL_max_stage_delay_ns=0.66
export IMPL_cp_max_fo=7
export IMPL_maxCapViolCount=0
export IMPL_setup_worst_path_class="reg -> out"
export IMPL_postSynthAreaPerCell_um2=10.20
## cells in the mapped netlist (all sizes together)
| library cell | n | area share [%] |
|---|---|---|
| dfrtp | 16 | 47 |
| and2 | 11 | 8.0 |
| xnor2 | 7 | 7.2 |
| nand4 | 6 | 5.1 |
| nand3 | 5 | 2.9 |
| xor2 | 5 | 5.1 |
| nor4 | 4 | 2.9 |
| inv | 3 | 1.3 |
| nand2 | 3 | 1.3 |
| nor2b | 3 | 2.2 |
| nor3 | 3 | 1.8 |
| a21boi | 2 | 1.8 |
| and3 | 2 | 1.5 |
| buf | 2 | 2.2 |
| ha | 2 | 2.9 |
| or4 | 2 | 1.9 |
| and4 | 1 | 1.0 |
| clkbuf | 1 | 0.44 |
| conb | 1 | 0.44 |
| nand2b | 1 | 0.73 |
| nor2 | 1 | 0.44 |
| o21ai | 1 | 0.58 |
| o31ai | 1 | 0.88 |
| or3 | 1 | 0.73 |
## power by group through the flow
| stage | combinational, mW | sequential [mW] | clock (mW) |
|---|---|---|---|
| 4_1_cts | 0.0150 | 0.172 | 0.151 |
| 6_report | 0.0145 | 0.172 | 0.149 |
| 5_1_grt | 0.0170 | 0.172 | 0.158 |
## kinds of logic (layout without fill, tap and decap cells)
group	Yosys count	count (layout)	share of synthesized area [%]
AND/OR/NAND/NOR	43	43	30.51
flip-flops	16	16	46.71
XOR/XNOR	12	12	12.26
buffers and inverters	6	10	3.941
AND-OR/OR-AND	4	4	3.212
adder cells (fa/ha/maj)	2	2	2.919
other	1	1	0.4375
## cells in the final DEF, fill, tap and decap left out, drive strengths merged
cell type	synthesis	final
dfrtp	16	16
and2	11	11
xnor2	7	7
nand4	6	6
nand3	5	5
xor2	5	5
nor4	4	4
clkbuf	1	4
nand2	3	3
inv	3	3
nor3	3	3
nor2b	3	3
clkdlybuf4s50	0	3
and3	2	2
ha	2	2
a21boi	2	2
or4	2	2
and4	1	1
o21ai	1	1
or3	1	1
nand2b	1	1
nor2	1	1
o31ai	1	1
conb	1	1
## critical path: cells and delay by family (launching register included)
| kind | cells | cell delay (ns) |
|---|---|---|
| buf+inv | 1 | 0.50 |
| simple gates | 2 | 0.93 |
| flops | 1 | 0.45 |
## metrics by stage
| step | utilization, % | instance area, um2 | power [mW] | setup WS (ns) | instances |
|---|---|---|---|---|---|
| 6_report | 18.45 | 1010 | 0.3351 | 0.9889 | 160 |
| 5_1_grt | 18.45 | 1010 | 0.3476 | 0.9225 | 160 |
| 4_1_cts | 18.45 | 1010 | 0.3380 | 0.9732 | 160 |
| 2_1_floorplan | - | 857.1 | 0.1842 | 1.889 | 84 |
| 3_3_place_gp | 17.44 | 954.7 | 0.1897 | 1.246 | 156 |
| 3_5_place_dp | 17.44 | 954.7 | 0.1898 | 1.250 | 156 |
## final cells by class
| type | instances | area [um2] |
|---|---|---|
| Fill cell | 605 | 4463 |
| Clock buffer | 4 | 55.05 |
| Multi-Input combinational cell | 62 | 422.9 |
| Sequential cell | 16 | 400.4 |
| Tap cell | 72 | 90.09 |
| Timing Repair Buffer | 3 | 30.03 |
| Inverter | 3 | 11.26 |
## metal layers
metal  vias to the layer above  track usage, %  share of wire [%]
li1                        300               -                  -
met1                       275           5.022                 51
met2                        10           6.007                 42
met3                         2           1.202                5.8
met4                         0          0.2494               0.51
met5                         -               0                  0
## worst paths after layout
path	startpoint	endpoint	slack, ns
hold / removal	Q3[0]$_DFF_PP0_	Q3[0]$_DFF_PP0_	0.51
setup / recovery	Q3[2]$_DFF_PP0_	timerOF[0]	0.99
setup reg to reg	Q3[0]$_DFF_PP0_	Q3[14]$_DFF_PP0_	2.30
hold reg to reg	Q3[0]$_DFF_PP0_	Q3[0]$_DFF_PP0_	0.51
min in group asynchronous	rst	Q3[10]$_DFF_PP0_	0.90
max in group asynchronous	rst	Q3[14]$_DFF_PP0_	2.60
Power is estimated from default activity; no workload was simulated.
