File: design/flow/config.mk
export PLATFORM = sky130hd
export DESIGN_NAME = DiverCounter
export DESIGN_NICKNAME = DiverCounter
export VERILOG_FILES = /design/flow/design.v
export SDC_FILE = /design/flow/constraint.sdc
export NUM_CORES = 4
export LEC_CHECK = 1
export CORE_AREA = 10 10 95 95
export DIE_AREA = 0 0 105 105
File: design/flow/constraint.sdc
current_design DiverCounter

set clk_period 2.8
set clk_io_pct 0.2

create_clock -name clk0 -period $clk_period [get_ports {clk}]

set non_clock_inputs [all_inputs -no_clocks]
set_input_delay [expr $clk_period * $clk_io_pct] -clock clk0 $non_clock_inputs
set_output_delay [expr $clk_period * $clk_io_pct] -clock clk0 [all_outputs]
File: design/flow/design.v
`timescale 1ns / 1ps
module DiverCounter(
    input clk,
    input rst,
    input [15:0] Time,
    output wire [7:0] segments,
	 output reg [3:0] digits  
    );
reg [1:0] Q;
reg [9:0] s;
wire [1:0] nextQ;
reg [6:0] valdisp;
wire z, high;
wire [9:0] count, sum;
reg [3:0] tdisp;
assign high =1'b1;
assign sum = high + s;
assign count = z ?  10'd0 : sum;
always@(posedge clk or posedge rst)
	if (rst) s <= 10'b0;
	else s <= count;
assign z = (s==10'd1023);
reg dp;  
assign nextQ = z + Q;
always@(posedge clk or posedge rst)
    if (rst) Q <= 2'b00;
    else Q <= nextQ;
always @(Time or Q)
case (Q)
	2'b00: begin tdisp = Time[3:0];   
			 digits = 4'b1110;
          dp = 1'b1; end
	2'b01: begin tdisp = Time[7:4];   
	       digits = 4'b1101; 
			 dp = 1'b0; end
	2'b10: begin tdisp = Time[11:8];  
	       digits = 4'b1011; 
			 dp = 1'b1; end
	2'b11: begin tdisp = Time[15:12]; 
			 digits = 4'b0111;
			 dp = 1'b1; end
   default: begin 		 tdisp = Time[15:12];  
								 digits = 4'b0111; 
								 dp = 1'b1; end
endcase
always@(tdisp)
case(tdisp)
	4'b0000: valdisp = 7'b0000001;  
	4'b0001: valdisp = 7'b1001111;  
	4'b0010: valdisp = 7'b0010010;  
	4'b0011: valdisp = 7'b0000110;  
	4'b0100: valdisp = 7'b1001100;  
	4'b0101: valdisp = 7'b0100100;  
	4'b0110: valdisp = 7'b0100000;  
	4'b0111: valdisp = 7'b0001111;  
	4'b1000: valdisp = 7'b0000000;  
	4'b1001: valdisp = 7'b0000100;  
   4'b1010: valdisp = 7'b0001000;  
   4'b1011: valdisp = 7'b1100000;  
	4'b1100: valdisp = 7'b0110001;  
	4'b1101: valdisp = 7'b0110001;  
   4'b1110: valdisp = 7'b0110000;  
	4'b1111: valdisp = 7'b0111000;  
endcase
	assign segments = {valdisp,dp};
endmodule 
File: design/flow/run.sh
#!/bin/bash
# OpenROAD 26Q1-2900-gdf79404cd8, Yosys 0.63+post, stock flow scripts
make -C /OpenROAD-flow-scripts/flow DESIGN_CONFIG=/design/flow/config.mk WORK_HOME=/design/flow/orfs finish
==> qor.csv <==
stage,metric,value,unit
yosys,synthCells,89,
clock_tree,clock_path_buffers,2,
yosys,ys_sh_xor,6.56,%
yosys,ys_sh_simple,15.5,%
detailed_routing,drt_iter0_drc,61,
power_and_ir_drop,total_power,414,uW
setup_path,crit_top_cell,mux4_2,
grt,grt_usage,4.09,%
timing,fin_worst_hold_slack,0.485,ns
grt,grt_pass1_vias,806,
timing,hold_viol,0,
timing,max_freq,363,MHz
finish,logic_area,618,um^2
setup_path,endpoint_kind,output pin,
timing,finClkSkew,0.00522,ns
clock_tree,cts_tree,done,
detailed_routing,via_per_inst,3.49,
floorplanning,die_h,105,um
setup_path,cp_data_required_time,2.24,ns
yosys,postSynthSeqShare,32.1,%
yosys,syn_area,935,um^2
floorplanning,ios,30,
placement,gp_congestion,0.778,
setup_path,cp.buffers_inverters,3,
setup_path,start_kind,input port,
finish,final_cells,226,
detailed_routing,n_antenna_cell,0,
setup_path,crit_path_max_fanout,3,
grt,grt_antenna_before_repair,0,
detailed_routing,firstDrtPassIters,4,
timing,relSlewSlack,69.8,%
grt,grt_max_degree,13,
detailed_routing,via_count,788,
floorplanning,rows,30,
job,warnings,29,
clock_tree,clk_pin_slew,0.05,ns
yosys,ys_ff,12,
yosys,logic_family,multiplexers,
yosys,yosys-stat-area,935,um^2
yosys,ys_sh_aoi,8.30,%
timing,setup_viol,0,
detailed_routing,wl_per_cell,10.1,um
floorplanning,die-area,11000,um^2
setup_path,cpPeakStageDelay,0.52,ns
yosys,ys_warn_count,1,
placement,dp_hpwl,1860,um
placement,portBuffers,29,
hold_path,holdCritPathClass,reg -> reg,
grt,grt_pass1_wl,3880,um
yosys,ys_cells,89,
finish,layout-drive-gt1-share,30.0,%
timing,min_period,2.76,ns
yosys,mux_area_share,18.2,%
detailed_routing,wl,2290,um
setup_path,worstPathCellList,dlygate4sd2_1 -> mux4_2 -> inv_2 -> ha_4 -> mux4_2 -> buf_2,
timing,finalCritPeriodShare,98.4,%
job,drv_cap,0,
yosys,synth_cell_types,31,
clock_tree,insertion_delay,0.24,ns
timing,worstMarginPinSlew,0.453,ns
grt,overflow,0,
floorplanning,coreArea,6910,um^2
clock_tree,cts_sinks,12,
clock_tree,clock-root-buffer,clkbuf_8,
setup_path,crit_slowest_cell,mux4_2,
setup_path,path_delay_family,multiplexers,
clock_tree,numCtsBuffers,3,
clock_tree,cts_hold_buf,0,
floorplanning,fp-utilization,13.5,%
detailed_routing,ant_nets,0,
power_and_ir_drop,ir_worst_vdd,0.0987,mV
finish,syn_to_final_growth,62.0,%
timing,slew_viol_final,0,
clock_tree,cts_htree_levels,1,
run_status,outcome,"finished, final reports clean",
yosys,ys_sh_adder,10.7,%
setup_path,worst_ep_arrival_time,2.20,ns
placement,placed_area,1400,um^2
power_and_ir_drop,cellLeakagePower,0.000650,uW
placement,dp.cells,221,
yosys,syn_avg_cell_area,10.5,um^2
floorplanning,die_w,105,um
finish,final_area,1510,um^2
power_and_ir_drop,p_per_area,274,nW/um^2
setup_path,path_class,in -> out,
finish,flop_area,302,um^2
finish,final.fill_count,761,
detailed_routing,drc,0,
timing,rsz0062_at_grt,no,
[power breakdown]
group	total (uW)	switching, uW	internal, uW
Sequential	174	0	174
Clock	152	58.0	94.4
Combinational	88.2	31.9	56.4
[metal layers]
layer	track usage (%)	part of all wire (%)	vias up
met5	0	0	-
met4	0.588	0.57	0
met3	1.24	6.2	2
met2	7.07	49	18
met1	4.99	44	372
li1	-	-	396
[logic make-up (layout without fill, tap and decap cells)]
kind of cell	after synthesis	count (layout)
flops	12	12
xor+xnor	7	7
simple gates	27	27
buf+inv	15	56
compound gates	12	12
fa+ha+maj	8	8
mux	8	8
[per-stage QoR]
step	util [%]	setup WS [ns]	setup TNS (ns)
detailed placement	20.2	-0.558	-2.88
global placement	20.2	-0.549	-2.80
finish	21.9	0.0442	0
floorplan	-	0.393	0
global route	21.9	0.000426	0
CTS	21.7	0.0159	0
[final cells by class]
class,count,share of cell area [%]
multi-input combinational,62,40.8
timing repair buffer,44,26.2
sequential,12,19.9
tap,96,7.93
clock buffer,3,2.73
inverter,9,2.40
[what timing repair did]
action                     in CTS  in global routing
hold endpoints to repair        0                  0
pin swaps                       7                  2
buffers inserted                2                  0
setup endpoints to repair       7                  6
cloned                          0                  0
gates resized                  38                 11
[sequential cells by signal (all words and copies together) (netlist names)]
register,flops
Q,2
s,10
[cell usage in the layout, fill, tap and decap left out, types with 2 or more instances in the layout]
cell type	instances
buf_4	13
buf_6	2
clkbuf_8	3
clkdlybuf4s15_1	7
clkdlybuf4s50_1	14
dfrtp_1	11
dlygate4sd2_1	7
ha_1	2
ha_4	5
inv_1	7
mux2i_1	2
mux4_2	6
nand2_1	7
nand2b_1	2
nand3_1	3
nor2_1	3
nor4_1	2
o21ai_0	3
o21ai_1	2
o2bb2ai_1	2
xnor2_1	3
xor2_1	4
[cells in the mapped netlist]
cell type	number	area share, %
a22o_1	1	0.94
or2_2	2	1.3
o21ai_0	5	2.7
mux2i_1	2	2.1
nand2_1	7	2.8
nand3_1	3	1.6
nor4_1	2	1.3
nand2b_1	2	1.3
o2bb2ai_1	2	1.9
nor3_1	1	0.53
or4_1	1	0.80
ha_1	8	11
or2b_1	1	0.80
mux4_1	4	11
nand4_1	1	0.67
o221ai_1	1	0.94
xnor2_1	3	2.8
a211oi_1	1	0.80
mux4_2	2	4.8
buf_6	2	2.4
inv_1	9	3.6
buf_4	2	1.6
a21oi_1	2	1.1
xor2_1	4	3.7
clkbuf_1	1	0.40
nor2_1	3	1.2
dfrtp_1	12	32
buf_2	1	0.53
or3_1	1	0.67
or4b_2	1	1.1
nor2b_1	2	1.3
[final timing paths]
check / startpoint / cells past startpoint / slack [ns] / endpoint
setup reg to reg: s[0]$_DFF_PP0_ / 6 / 1.20 / Q[1]$_DFF_PP0_
hold / removal: s[0]$_DFF_PP0_ / 1 / 0.48 / s[0]$_DFF_PP0_
max in group asynchronous: rst / 2 / 1.82 / Q[1]$_DFF_PP0_
setup / recovery: Time[0] / 6 / 0.04 / segments[4]
hold reg to reg: s[0]$_DFF_PP0_ / 1 / 0.48 / s[0]$_DFF_PP0_
min in group asynchronous: rst / 2 / 0.63 / s[7]$_DFF_PP0_
